### design/flow/config.mk
export PLATFORM = sky130hd
export DESIGN_NAME = indexer32
export DESIGN_NICKNAME = indexer32
export VERILOG_FILES = /design/flow/design.v
export SDC_FILE = /design/flow/constraint.sdc
export NUM_CORES = 4
export LEC_CHECK = 1
export CORE_UTILIZATION = 30
### design/flow/constraint.sdc
current_design indexer32

set clk_period 4.0
set clk_io_pct 0.2

create_clock -name clk0 -period $clk_period [get_ports {clk}]

set non_clock_inputs [all_inputs -no_clocks]
set_input_delay [expr $clk_period * $clk_io_pct] -clock clk0 $non_clock_inputs
set_output_delay [expr $clk_period * $clk_io_pct] -clock clk0 [all_outputs]
### design/flow/design.v
parameter PRE_HASH_T1 = 10'b1100001111;
parameter PRE_HASH_T2 = 10'b0100111110;
parameter no_type1 = 512;
parameter no_type2 = 544;
parameter no_type3 = 919;
parameter no_type4 = 1005;
parameter no_type5 = 1336;
parameter no_type6 = 1411;
parameter no_type7 = 1411;
parameter stno1 = 2;
parameter stno2 = 21;
parameter stno3 = 45;
parameter stno4 = 87;
parameter stno5 = 60;
parameter stno6 = 74;
parameter stno7 = 48;
parameter stno8 = 58;
parameter stno9 = 53;
parameter stno10 = 51;
parameter stno11 = 47;
parameter stno12 = 41;
parameter stno13 = 37;
parameter stno14 = 35;
parameter stno15 = 26;
parameter stno16 = 44;
parameter sno1 = 2;
parameter sno2 = 23;
parameter sno3 = 68;
parameter sno4 = 155;
parameter sno5 = 215;
parameter sno6 = 289;
parameter sno7 = 337;
parameter sno8 = 395;
parameter sno9 = 448;
parameter sno10 = 499;
parameter sno11 = 546;
parameter sno12 = 587;
parameter sno13 = 624;
parameter sno14 = 659;
parameter sno15 = 685;
parameter sno16 = 729;
parameter sno1_nocase = 730;
parameter sno2_nocase = 744;
parameter sno3_nocase = 788;
parameter sno4_nocase = 844;
parameter sno5_nocase = 913;
parameter sno6_nocase = 991;
parameter sno7_nocase = 1065;
parameter sno8_nocase = 1126;
parameter sno9_nocase = 1178;
parameter sno10_nocase = 1227;
parameter sno11_nocase = 1270;
parameter sno12_nocase = 1306;
parameter sno13_nocase = 1341;
parameter sno14_nocase = 1365;
parameter sno15_nocase = 1389;
parameter sno16_nocase = 1411;
parameter no_rule1 = 512;
parameter no_rule2 = 32;
parameter no_rule3 = 128;
parameter no_rule4 = 32;
parameter no_rule5 = 128;
parameter no_rule6 = 32;
parameter no_rule7 = 0;
parameter ac_rule1 = 512;
parameter ac_rule2 = 544;
parameter ac_rule3 = 672;
parameter ac_rule4 = 704;
parameter ac_rule5 = 832;
parameter ac_rule6 = 864;
parameter ac_rule7 = 864;
parameter rule_type123 = 0;
`timescale 1ns / 1ps
module indexer32(
	input clk,
	input rst,
	input pse,
	input ld,
	input [31:0] din,
	output dvld,
	output reg [4:0] dout
    );
reg [31:0] match_reg;
wire [31:0] next_match;
reg [31:0] match_mask;
assign next_match = (rst == 1'b1) ? 32'h00000000 : (ld == 1'b1) ? din : (pse == 1'b1) ? match_reg : match_reg & match_mask;
always @(posedge clk) begin
	if (rst)
		match_reg <= 32'h00000000;
	else 
		match_reg <= next_match;
end
assign dvld = (rst == 1'b1) ? 1'b0 : (| match_reg);
always @(match_reg) begin
	casez(match_reg)
	32'b????????_????????_????????_???????1: begin  
		match_mask = 32'b11111111_11111111_11111111_11111110;
		dout = 5'h00;
		end
	32'b????????_????????_????????_??????10: begin  
		match_mask = 32'b11111111_11111111_11111111_11111100;
		dout = 5'h01;
		end
	32'b????????_????????_????????_?????100: begin  
		match_mask = 32'b11111111_11111111_11111111_11111000;
		dout = 5'h02;
		end
	32'b????????_????????_????????_????1000: begin  
		match_mask = 32'b11111111_11111111_11111111_11110000;
		dout = 5'h03;
		end
	32'b????????_????????_????????_???10000: begin  
		match_mask = 32'b11111111_11111111_11111111_11100000;
		dout = 5'h04;
		end
	32'b????????_????????_????????_??100000: begin  
		match_mask = 32'b11111111_11111111_11111111_11000000;
		dout = 5'h05;
		end
	32'b????????_????????_????????_?1000000: begin  
		match_mask = 32'b11111111_11111111_11111111_10000000;
		dout = 5'h06;
		end
	32'b????????_????????_????????_10000000: begin  
		match_mask = 32'b11111111_11111111_11111111_00000000;
		dout = 5'h07;
		end
	32'b????????_????????_???????1_00000000: begin  
		match_mask = 32'b11111111_11111111_11111110_00000000;
		dout = 5'h08;
		end
	32'b????????_????????_??????10_00000000: begin  
		match_mask = 32'b11111111_11111111_11111100_00000000;
		dout = 5'h09;
		end
	32'b????????_????????_?????100_00000000: begin  
		match_mask = 32'b11111111_11111111_11111000_00000000;
		dout = 5'h0a;
		end
	32'b????????_????????_????1000_00000000: begin  
		match_mask = 32'b11111111_11111111_11110000_00000000;
		dout = 5'h0b;
		end
	32'b????????_????????_???10000_00000000: begin  
		match_mask = 32'b11111111_11111111_11100000_00000000;
		dout = 5'h0c;
		end
	32'b????????_????????_??100000_00000000: begin  
		match_mask = 32'b11111111_11111111_11000000_00000000;
		dout = 5'h0d;
		end
	32'b????????_????????_?1000000_00000000: begin  
		match_mask = 32'b11111111_11111111_10000000_00000000;
		dout = 5'h0e;
		end
	32'b????????_????????_10000000_00000000: begin  
		match_mask = 32'b11111111_11111111_00000000_00000000;
		dout = 5'h0f;
		end
	32'b????????_???????1_00000000_00000000: begin  
		match_mask = 32'b11111111_11111110_00000000_00000000;
		dout = 5'h10;
		end
	32'b????????_??????10_00000000_00000000: begin  
		match_mask = 32'b11111111_11111100_00000000_00000000;
		dout = 5'h11;
		end
	32'b????????_?????100_00000000_00000000: begin  
		match_mask = 32'b11111111_11111000_00000000_00000000;
		dout = 5'h12;
		end
	32'b????????_????1000_00000000_00000000: begin  
		match_mask = 32'b11111111_11110000_00000000_00000000;
		dout = 5'h13;
		end
	32'b????????_???10000_00000000_00000000: begin  
		match_mask = 32'b11111111_11100000_00000000_00000000;
		dout = 5'h14;
		end
	32'b????????_??100000_00000000_00000000: begin  
		match_mask = 32'b11111111_11000000_00000000_00000000;
		dout = 5'h15;
		end
	32'b????????_?1000000_00000000_00000000: begin  
		match_mask = 32'b11111111_10000000_00000000_00000000;
		dout = 5'h16;
		end
	32'b????????_10000000_00000000_00000000: begin  
		match_mask = 32'b11111111_00000000_00000000_00000000;
		dout = 5'h17;
		end
	32'b???????1_00000000_00000000_00000000: begin  
		match_mask = 32'b11111110_00000000_00000000_00000000;
		dout = 5'h18;
		end
	32'b??????10_00000000_00000000_00000000: begin  
		match_mask = 32'b11111100_00000000_00000000_00000000;
		dout = 5'h19;
		end
	32'b?????100_00000000_00000000_00000000: begin  
		match_mask = 32'b11111000_00000000_00000000_00000000;
		dout = 5'h1a;
		end
	32'b????1000_00000000_00000000_00000000: begin  
		match_mask = 32'b11110000_00000000_00000000_00000000;
		dout = 5'h1b;
		end
	32'b???10000_00000000_00000000_00000000: begin  
		match_mask = 32'b11100000_00000000_00000000_00000000;
		dout = 5'h1c;
		end
	32'b??100000_00000000_00000000_00000000: begin  
		match_mask = 32'b11000000_00000000_00000000_00000000;
		dout = 5'h1d;
		end
	32'b?1000000_00000000_00000000_00000000: begin  
		match_mask = 32'b10000000_00000000_00000000_00000000;
		dout = 5'h1e;
		end
	32'b10000000_00000000_00000000_00000000: begin  
		match_mask = 32'b00000000_00000000_00000000_00000000;
		dout = 5'h1f;
		end
	default: begin  
		match_mask = 32'b00000000_00000000_00000000_00000000;
		dout = 5'h00;
		end
	endcase
end
endmodule
### design/flow/run.sh
#!/bin/bash
# OpenROAD 26Q1-2900-gdf79404cd8, Yosys 0.63+post, stock flow scripts
make -C /OpenROAD-flow-scripts/flow DESIGN_CONFIG=/design/flow/config.mk WORK_HOME=/design/flow/orfs finish
==> results.cfg <==
; synthesis and place-and-route metrics
[drt]
drc_errors = 0
top_layer_used = met4
diodes = 0
wl_per_cell_um = 12.7
routed_wl_um = 4310
drtIter0Drc = 101
wl_met1_um = 2250
routed_via_density = 5.16
drt.antenna.violating_nets = 0
dr.pass1.iters = 4
wl_met2_um = 1830
wl_met3_um = 208
num_vias = 1749

[timing]
finalSetupTns_ns = 0
rsz0062_at_grt = false
tightest_slew_ns = 0.447
finalClockPeriodUsage_pct = 78.9
finalHoldViolCount = 0
slew_viol_final = 0
skew_ns = 0.00225
relSlewSlack_pct = 69.9
max_freq_ghz = 0.317
fin_crit_ns = 3.15
finalSetupViolations = 0

[pwr]
p_leak_uw = 0.000805
peakVddDrop_uv = 187
power.density_nw_per_um2 = 336
power_frac_clock_pct = 32.0
p_int_uw = 567
p_sw_uw = 210
swShare_pct = 27.0
sequentialPowerShare_pct = 46.4
combPwrFrac_pct = 21.6

[logic_synthesis]
ys_area_um2 = 1750
syn_inst = 227
ys.flop_type = dfxtp_1
yosysCellCount = 227
ys_seq_share_pct = 36.7
syn_avg_cell_area_um2 = 7.69
synthDistinctLibCells = 38
edf_count = 0
synthAdderAreaFrac_pct = 0
synthXorXnorAreaFrac_pct = 0
synth_area_um2 = 1750
ys_sh_mux_pct = 0.573
synthAoiAreaFrac_pct = 27.4
async_reset_ff_share_pct = 0
numSynthFlops = 32
ys_sh_simple_pct = 31.5
synth_warnings = 1
topCombFamilyByArea = simple AND/OR/NAND/NOR gates

[floorplan]
chipArea_um2 = 6130
chipWidth_um = 78.3
row_count = 27
pin_count = 42
core_um2 = 5540
fp_util_pct = 31.5
fp.dieH_um = 78.3

[global_routing]
grt_pass1_wl_um = 7310
grt_overflow = 0
antenna_found_initial = 0
grt_usage_pct = 14.8
grt_pass1_vias = 1630
grt_max_degree = 37

[cells_and_area]
final_cell_mix = 41 x clkdlybuf4s50_1, 37 x nand2_1, 36 x a21oi_1, 32 x dfxtp_1, 18 x nor2_1
ff_latch_area_um2 = 641
lay_top_count = clkdlybuf4s50_1
largest_register_ffs = 32
layout-drive-gt1-share_pct = 8.24
utilization_pct = 41.8
area_growth_syn_to_layout_pct = 32.5
logic_area_um2 = 1040
fill_cells = 604

[setup_path]
r2r-start = match_reg[0]$_SDFFE_PP0P_
reg2reg_to = match_reg[30]$_SDFFE_PP0P_
rr_worst_depth = 5
crit_fanout = 8
startpoint_type = flip-flop
worstPathArrival_ns = 2.35
required_ns = 3.20
crit_type = flip-flop to primary output
r2r_slack_ns = 1.93
cp-end-kind = primary output

[clocking]
cts_buffers = 5
postCtsResizedCells = 0
postCtsHoldBufs = 0
clockBufferDepth = 2
clockRootBuffer = clkbuf_8
clock-sinks = 32
worst_skew_pair.late_latency_ns = 0.27
tritoncts = yes
cts_setup_buffers = 0
clkTransAtPathRegs_ns = 0.06
cts_max_level = 2

[run_status]
outcome = finished, final reports clean

[hold_path]
min_from = match_reg[30]$_SDFFE_PP0P_
hold_depth = 2
min_to = match_reg[30]$_SDFFE_PP0P_
hp-class = flip-flop to flip-flop

[placed_design]
place_hpwl_um = 3100
numPortBuffers = 41
place.gp.congestion = 0.893

[run]
tool_warnings = 25
drv_cap = 0
==> metrics by stage <==
step / instances / setup slack (ns) / instance area, µm² / hold slack [ns] / power, µW
3_5_place_dp: 331 / 1.13 / 2220 / 0.508 / 537
3_3_place_gp: 331 / 1.15 / 2220 / 0.500 / 536
2_1_floorplan: 227 / 1.82 / 1750 / 0.471 / 458
4_1_cts: 339 / 0.809 / 2310 / 0.518 / 789
5_1_grt: 339 / 0.703 / 2310 / 0.537 / 822
6_report: 339 / 0.845 / 2310 / 0.509 / 778
==> cell type report <==
class / count / area share, %
Inverter: 6 / 0.973
Tap cell: 72 / 3.89
Timing Repair Buffer: 44 / 18.7
Multi-Input combinational cell: 177 / 44.8
Sequential cell: 32 / 27.7
Clock buffer: 8 / 3.89
==> how the worst max path moves through the flow <==
| stage | depth (start not counted) | to | slack, ns | startpoint |
|---|---|---|---|---|
| 4_1_cts | 5 | dout[3] | 0.81 | match_reg[0]$_SDFFE_PP0P_ |
| 5_1_grt | 5 | dout[3] | 0.70 | match_reg[0]$_SDFFE_PP0P_ |
| 6_report | 5 | dout[3] | 0.85 | match_reg[0]$_SDFFE_PP0P_ |
==> cells by family after synthesis <==
group | count (synthesis)
and+or+nand+nor | 101
AOI/OAI and AO/OA | 75
DFF | 32
buffers and inverters | 18
muxes | 1
==> layer usage <==
layer | vias to the layer above | global-route usage [%]
met5 | - | 0
met2 | 36 | 22.9
met4 | 0 | 1.30
met3 | 2 | 2.60
met1 | 793 | 22.8
li1 | 918 | -
==> synth_stat cells, types with 2 or more instances <==
library cell,instances,share of area (%)
a211oi_1,3,1.3
a21oi_1,36,10
a31oi_1,4,1.4
buf_1,2,0.43
clkbuf_1,10,2.2
dfxtp_1,32,37
inv_1,6,1.3
nand2_1,37,8.0
nand3_1,9,2.6
nand4_1,2,0.72
nor2_1,18,3.9
nor2b_1,2,0.72
nor3_1,7,2.0
nor4_1,4,1.4
nor4_2,2,1.4
nor4_4,2,2.4
o211ai_1,12,5.2
o21ai_0,7,2.0
o22ai_1,2,0.72
o311ai_0,6,3.0
or2_2,2,0.72
or3_1,4,1.4
or4_1,3,1.3
==> critical path, cell delays in order, from the launching register on <==
cell and delay (ns):
dfxtp_1 0.37, nor4_4 0.46, nand4_4 0.21, or2_2 0.38, o22ai_1 0.17, clkdlybuf4s50_1 0.49
==> power by group through the flow <==
stage	logic, µW	registers (µW)	clock network [µW]
4_1_cts	170	361	258
5_1_grt	187	364	271
6_report	168	361	249
Power is estimated from default activity; no workload was simulated.
