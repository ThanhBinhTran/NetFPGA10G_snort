==> ./design.v <==
parameter PRE_HASH_T1 = 10'b1100001111;
parameter PRE_HASH_T2 = 10'b0100111110;
parameter no_type1 = 512;
parameter no_type2 = 544;
parameter no_type3 = 919;
parameter no_type4 = 1005;
parameter no_type5 = 1336;
parameter no_type6 = 1411;
parameter no_type7 = 1411;
parameter stno1 = 2;
parameter stno2 = 21;
parameter stno3 = 45;
parameter stno4 = 87;
parameter stno5 = 60;
parameter stno6 = 74;
parameter stno7 = 48;
parameter stno8 = 58;
parameter stno9 = 53;
parameter stno10 = 51;
parameter stno11 = 47;
parameter stno12 = 41;
parameter stno13 = 37;
parameter stno14 = 35;
parameter stno15 = 26;
parameter stno16 = 44;
parameter sno1 = 2;
parameter sno2 = 23;
parameter sno3 = 68;
parameter sno4 = 155;
parameter sno5 = 215;
parameter sno6 = 289;
parameter sno7 = 337;
parameter sno8 = 395;
parameter sno9 = 448;
parameter sno10 = 499;
parameter sno11 = 546;
parameter sno12 = 587;
parameter sno13 = 624;
parameter sno14 = 659;
parameter sno15 = 685;
parameter sno16 = 729;
parameter sno1_nocase = 730;
parameter sno2_nocase = 744;
parameter sno3_nocase = 788;
parameter sno4_nocase = 844;
parameter sno5_nocase = 913;
parameter sno6_nocase = 991;
parameter sno7_nocase = 1065;
parameter sno8_nocase = 1126;
parameter sno9_nocase = 1178;
parameter sno10_nocase = 1227;
parameter sno11_nocase = 1270;
parameter sno12_nocase = 1306;
parameter sno13_nocase = 1341;
parameter sno14_nocase = 1365;
parameter sno15_nocase = 1389;
parameter sno16_nocase = 1411;
parameter no_rule1 = 512;
parameter no_rule2 = 32;
parameter no_rule3 = 128;
parameter no_rule4 = 32;
parameter no_rule5 = 128;
parameter no_rule6 = 32;
parameter no_rule7 = 0;
parameter ac_rule1 = 512;
parameter ac_rule2 = 544;
parameter ac_rule3 = 672;
parameter ac_rule4 = 704;
parameter ac_rule5 = 832;
parameter ac_rule6 = 864;
parameter ac_rule7 = 864;
parameter rule_type123 = 0;
`timescale 1ns / 1ps
module compare #(parameter WIDTH = 7)(clk,rst,dataA, dataB, inputCompare, out, suffix);
	input clk;
	input rst;
    input [WIDTH:0] dataA;
    input [WIDTH:0] dataB;
    input [WIDTH-2:0] inputCompare;
    output reg [1:0] out;
	output reg [1:0] suffix;
	 always@ (posedge clk) begin
		if(rst) begin
			out <= 'd0;
			suffix <= 'd0;
		end
		else begin
			if ((dataA[WIDTH:2] == inputCompare)) begin
				out <= 1;
				suffix <= dataA[1:0];
			end
			else if ((dataB[WIDTH:2] == inputCompare))begin
				out <= 2;
				suffix <= dataB[1:0];
			end
			else begin
				out <= 0;
				suffix <= 0;
			end
		end
	 end
endmodule
==> ./run.sh <==
#!/bin/bash
# OpenROAD 26Q1-2900-gdf79404cd8, Yosys 0.63+post, stock flow scripts
make -C /OpenROAD-flow-scripts/flow DESIGN_CONFIG=/design/flow/config.mk WORK_HOME=/design/flow/orfs finish
==> ./config.mk <==
export PLATFORM = sky130hd
export DESIGN_NAME = compare
export DESIGN_NICKNAME = compare
export VERILOG_FILES = /design/flow/design.v
export SDC_FILE = /design/flow/constraint.sdc
export NUM_CORES = 4
export LEC_CHECK = 1
export CORE_AREA = 10 10 70 70
export DIE_AREA = 0 0 80 80
==> ./constraint.sdc <==
current_design compare

set clk_period 2.9
set clk_io_pct 0.2

create_clock -name clk0 -period $clk_period [get_ports {clk}]

set non_clock_inputs [all_inputs -no_clocks]
set_input_delay [expr $clk_period * $clk_io_pct] -clock clk0 $non_clock_inputs
set_output_delay [expr $clk_period * $clk_io_pct] -clock clk0 [all_outputs]
==> impl_metrics.json <==
{
  "setup_repair_after_global_routing_missed_its_margin": "false",
  "gr-usage-all-layers_pct": 3.47,
  "drc": 0,
  "instances_no_fill": 107,
  "flip_flops_with_a_built_in_enable": 0,
  "num_vias": 326,
  "post-route-period-util_pct": 57.5,
  "drive_above_1_share_pct": 9.84,
  "routedWlPerCell_um": 10.3,
  "p_sw_share_pct": 25.1,
  "final-max-slew-violation-count": 0,
  "gp_congestion": 0.765,
  "stage_log_warnings": 25,
  "maxCapViolations": 0,
  "die_height_um": 80,
  "antenna_nets_post_route": 0,
  "ys_types": 13,
  "dp.cells": 104,
  "tritoncts_num_sinks": 4,
  "die-width_um": 80,
  "floorplan.initialDensity_pct": 8.90,
  "synthDominantCellAreaShare_pct": 26.3,
  "final.setup.tns_ps": 0,
  "worst_path_largest_cell_delay_ps": 450,
  "timing.max_slew.rel_slack_pct": 77.4,
  "route.met3.wl_um": 226,
  "clockPowerShare_pct": 37.5,
  "ys_warn_count": 1,
  "detail_route.wirelength_mm": 1.10,
  "portion_of_the_post_synthesis_area_used_by_sequential_elements_pct": 26.3,
  "setup-violations-final": 0,
  "peakVddDrop_v": 0.0000962,
  "cts_stage_hold_buffer_count": 0,
  "vias_in_the_first_global_route": 376,
  "fin_util_pct": 19.2,
  "power.switching_uw": 47.7,
  "worst-endpoint-arrival_ps": 1830,
  "cts-resized-gates": 0,
  "timing_worst_slew_pin_value_ps": 339,
  "crit_type": "in2reg",
  "critical-path-top-delay-family": "buffers and inverters",
  "leakagePower_nw": 0.223,
  "top_layer": "met3",
  "wl_met1_um": 493,
  "netlist.top_cell.by_instances": "sky130_fd_sc_hd__xor2_1",
  "synth_cells": 31,
  "detailedRoute.firstIterationViolations": 20,
  "status": "completed",
  "achievable-frequency_mhz": 600,
  "root_buffer_selected_by_cts": "sky130_fd_sc_hd__clkbuf_4",
  "io_pins": 28,
  "common_cells": "sky130_fd_sc_hd__xor2_1, sky130_fd_sc_hd__xnor2_1, sky130_fd_sc_hd__dfxtp_1",
  "coreArea_sq_um": 3420,
  "critical_path.startpoint_type": "primary input",
  "yosys-stat-cells": 31,
  "timing.critical_path.cells": "clkdlybuf4s50_1 -> xnor2_1 -> nand4_2 -> nor3_4 -> mux2i_1",
  "power.internal_uw": 143,
  "clk_path_buf_depth": 2,
  "worst_hold_path_type": "in2reg",
  "hold_violations": 0,
  "synth_area_sq_um": 304,
  "layout_min_cycle_time_ps": 1670,
  "yosys.area.top_type": "sky130_fd_sc_hd__dfxtp_1",
  "clkSlewWorstSetupHoldPaths_ps": 40,
  "avgSynthCellArea_sq_um": 9.81,
  "ys_top_cells_by_area": "sky130_fd_sc_hd__dfxtp_1, sky130_fd_sc_hd__xor2_1, sky130_fd_sc_hd__xnor2_1",
  "floorplan.die_area_sq_um": 6400,
  "critical_path_peak_fanout": 3,
  "synth-async-reset-ratio_pct": 0,
  "p_per_area_nw_per_um2": 291,
  "postSynthRegisterBits": 4,
  "cts_made_buffers": 3,
  "cts_tree": "done",
  "synth_top_flop_cell": "sky130_fd_sc_hd__dfxtp_1",
  "dr.pass1.iters": 4,
  "portBuffers": 27,
  "critical_path.slowest_cell": "sky130_fd_sc_hd__clkdlybuf4s50_1",
  "cts_h_tree_depth": 1,
  "vias_per_cell": 3.05,
  "grt_overflow_total": 0,
  "grt_pass1_wl_mm": 1.72,
  "antenna_found_initial": 0,
  "floorplan.rows": 21,
  "number_of_diodes_added_for_antenna_fixing": 0,
  "combinational_fraction_of_design_power_pct": 33.1,
  "power.sequential.fraction_pct": 29.4,
  "path_buffers": 1,
  "ys_chip_area_sq_um": 304,
  "area_growth_pct": 115,
  "crit_path_end_kind": "flip-flop",
  "crit_required_ps": 3070,
  "postCtsSetupRepairBufs": 0,
  "design_power_total_uw": 190,
  "route.met2.wl_um": 381,
  "largest_net_degree_at_the_start_of_global_routing": 7
}
kinds of logic after synthesis:
logic type    synth area share, %
flops                        26.3
mux                          6.58
simple gates                 32.5
xor+xnor                     34.6
registers in the layout, indices dropped and copies added, names as in the netlist:
name	count
suffix	2
out	2
metrics by stage:
stage          hold slack, ps  area, sq um  setup slack [ps]
2_1_floorplan             659          304              1580
3_3_place_gp             1190          632               970
4_1_cts                   951          654              1220
6_report                  953          654              1230
3_5_place_dp             1190          632               978
5_1_grt                   973          654              1150
placed cells by master (no fill, tap or decap), drive strengths merged:
| master | count |
|---|---|
| nor2 | 2 |
| clkdlybuf4s50 | 27 |
| xor2 | 7 |
| nor3 | 2 |
| nand4 | 3 |
| nand2b | 2 |
| mux2i | 2 |
| nor2b | 2 |
| clkbuf | 3 |
| dfxtp | 4 |
| xnor2 | 5 |
| nor4 | 1 |
| nand4b | 1 |
final timing paths:
check                        to  slack (ps)  depth (start not counted)       startpoint
worst max-delay path  suffix[0]        1230                          5  inputCompare[1]
worst min-delay path  suffix[1]         950                          3         dataA[1]
routing by layer:
metal  track usage [%]  vias to the layer above
li1                  -                      168
met1              4.39                      130
met2              4.25                       28
met3              3.30                        0
met4             0.352                        0
met5                 0                        -
worst min-delay path, cell delays in order:
cell                              delay (ps)
sky130_fd_sc_hd__clkdlybuf4s50_1         420
sky130_fd_sc_hd__nand2b_1                 80
sky130_fd_sc_hd__mux2i_1                  60
cell type report:
type | instances | area [sq um]
Clock buffer | 3 | 22.5
Sequential cell | 4 | 80.1
Tap cell | 46 | 57.6
Fill cell | 392 | 2760
Timing Repair Buffer | 27 | 270
Multi-Input combinational cell | 27 | 224
power groups by stage:
stage         Clock [mW]  Combinational (mW)  Sequential [mW]
CTS               0.0749              0.0644           0.0560
global route      0.0803              0.0688           0.0560
finish            0.0713              0.0631           0.0561
Power figures rest on the tool's default switching activity, not on a simulated workload.
